$ cat config.mk
export PLATFORM = sky130hd
export DESIGN_NAME = RouterIPort
export DESIGN_NICKNAME = RouterIPort
export VERILOG_FILES = /design/flow/design.v
export SDC_FILE = /design/flow/constraint.sdc
export NUM_CORES = 4
export LEC_CHECK = 1
export CORE_AREA = 10 10 70 70
export DIE_AREA = 0 0 80 80
$ cat constraint.sdc
current_design RouterIPort

set clk_period 2.8
set clk_io_pct 0.2

create_clock -name clk0 -period $clk_period [get_ports {clk}]

set non_clock_inputs [all_inputs -no_clocks]
set_input_delay [expr $clk_period * $clk_io_pct] -clock clk0 $non_clock_inputs
set_output_delay [expr $clk_period * $clk_io_pct] -clock clk0 [all_outputs]
$ cat design.v
module Mux #(
    parameter   N = 4
) (
    input   logic [N-1:0]           d,
    input   logic [$clog2(N)-1:0]   sel,
    output  logic                   q
);
always_comb begin
    case (sel)
        0: q = d[0];
        1: q = d[1];
        2: q = d[2];
        3: q = d[3];
        default: q = 'z;
    endcase
end
endmodule
module Decoder #(
    parameter   N = 4
) (
    input   logic                   EN,
    input   logic [$clog2(N)-1:0]   A,
    output  logic [N-1:0]           Y
);
    assign Y = EN ? (1 << A) : '0;
endmodule
module FixedPrioArb #(
    parameter N = 4
)(
    input  logic [N - 1:0]    req,
    output logic [N - 1:0]    gnt
);
    assign gnt = req & (~(req-1));
endmodule
module RouterIPort (
    input                   clk,
    input                   reset_n,
    input                   i_frame,
    input                   i_data,
    input                   i_gnt,
    output logic [3:0]      o_dst_addr
);
localparam CNT_MAX = 2;
typedef enum logic [1:0] { 
    S_IDLE  = 'b00,
    S_ADDR  = 'b01,
    S_GRANT = 'b10,
    S_DATA  = 'b11
} state_t;
state_t cur_state, nxt_state;
logic   [3:0]   cnt;
logic           r_req;
logic   [1:0]   r_dst_addr;
always_ff @(posedge clk or negedge reset_n) begin
    if (!reset_n) begin
        cur_state <= S_IDLE;
    end else begin
        cur_state <= nxt_state;
    end
end
always_comb begin
    case (cur_state)
        S_IDLE: begin
            if (i_frame)
                nxt_state = S_ADDR;
            else
                nxt_state = S_IDLE;
        end
        S_ADDR: begin
            if (cnt == CNT_MAX & ~i_gnt)
                nxt_state = S_GRANT;
            else if (cnt == CNT_MAX & i_gnt)
                nxt_state = S_DATA; 
            else
                nxt_state = S_ADDR;
        end
        S_GRANT: begin
            if (i_gnt)
                nxt_state = S_DATA;
            else
                nxt_state = S_GRANT;
        end
        S_DATA: begin
            if (~i_frame)
                nxt_state = S_IDLE;
            else
                nxt_state = S_DATA;
        end
        default: begin
            nxt_state = S_IDLE;
        end
    endcase
end
always_ff @(posedge clk or negedge reset_n) begin
    if (!reset_n)
        cnt <= 0;
    else if (nxt_state == S_ADDR)
        cnt <= cnt + 1;
    else if (nxt_state == S_IDLE)
        cnt <= 0;
end
always_ff @(posedge clk or negedge reset_n) begin
    if (!reset_n)
        r_dst_addr <= 0;
    else if (nxt_state == S_ADDR)
        r_dst_addr <= {i_data, r_dst_addr[1]};
end
Decoder #(
    .N      ( 4                 )
) u_decoder (
    .EN     ( r_req & i_frame   ),
    .A      ( r_dst_addr        ),
    .Y      ( o_dst_addr        )
);
always_ff @(posedge clk or negedge reset_n) begin
    if (!reset_n)
        r_req <= 0;
    else begin
        if (nxt_state == S_ADDR && cnt == CNT_MAX - 1)
            r_req <= 1;
        else if (nxt_state == S_IDLE)
            r_req <= 0;
    end
end
endmodule
$ cat run.sh
#!/bin/bash
# OpenROAD 26Q1-2900-gdf79404cd8, Yosys 0.63+post, stock flow scripts
make -C /OpenROAD-flow-scripts/flow DESIGN_CONFIG=/design/flow/config.mk WORK_HOME=/design/flow/orfs finish
==> GITHUB_STEP_SUMMARY <==
## Synthesis and layout report

| Metric | Value |
|---|---|
| Met2 Use GR | `5.38%` |
| Multiplexer share | `5.30%` |
| Top logic family | `simple AND/OR/NAND/NOR gates` |
| H-Tree Depth | `1` |
| Number of synthesized register bits | `11` |
| TritonCTS clock tree | `done` |
| Peak supply drop | `0.208 mV` |
| Setup Crit Path Kind | `primary input to output pin` |
| DRC viols | `0` |
| Core area | `3420 µm²` |
| Slowest cell on the critical path | `clkdlybuf4s50_1` |
| Sequential Power Share | `43.8%` |
| CTS Hold Bufs | `0` |
| DRT antenna net count | `0` |
| Final hold violation count | `0` |
| Die width | `80 µm` |
| Crit-path cells | `clkdlybuf4s50_1, nand2_1, nor3_1, clkdlybuf4s50_1` |
| Pre-CTS setup slack | `282 ps` |
| Clock skew | `4.88 ps` |
| DRT iter0 DRCs | `18` |
| Yosys Chip Area | `567 µm²` |
| Clock share of power | `17.1%` |
| Detailed placement HPWL | `819 µm` |
| Post-CTS Setup Inserts | `0` |
| Initial antenna violation count | `0` |
| Max Root-Sink Buffers | `2` |
| Final Wtd Congestion | `0.787` |
| P_leak | `0.314 nW` |
| TritonCTS Sinks | `11` |
| Switching pwr | `0.000216 W` |
| Yosys aoi share | `16.8%` |
| Post-CTS resize count | `0` |
| Worst EP arrival | `1930 ps` |
| Vias in the first global route | `433` |
| FMAX | `401 MHz` |
| Vias per Instance | `3.65` |
| Buffers on Ports | `8` |
| Yosys Warn Count | `2` |
| Worst setup SP type | `primary input` |
| Die ar. | `6400 µm²` |
| Commonest Layout Cell | `dfrtp_1` |
| Post-Synth Simple-Gate Area | `19.9%` |
| Top Usage Layer GRT | `met2` |
| Grt ovf | `0` |
| Combinational power share | `39.2%` |
| Post-synth seq share | `48.8%` |
| Avg Inst Size Synth | `10.5 µm²` |
| Sw Share | `35.3%` |
| Unrepaired setup endpoints after global routing | `no` |
| Internal power | `0.000396 W` |
| Top Layout Cells | `dfrtp_1 (10), nor2_1 (8), clkdlybuf4s50_1 (8), o21ai_0 (5), inv_1 (4)` |
| Chip height | `80 µm` |
| Initial core utilization | `16.6%` |
| Hold/Removal Path Class | `flip-flop to flip-flop` |
| Post-Route WL | `988 µm` |
| Max Cap Viol | `0` |
| Slew Limit Headroom | `67.5%` |
| Fin crit share | `89.1%` |
| Total GRT Usage | `3.42%` |
| Top Ports | `9` |
| CP max stage delay | `610 ps` |
| Layout cell share with drive strength beyond 1 | `13.6%` |
| Cells in synth_stat.txt | `54` |
| Post-synthesis cell count | `54` |
| Post-synth cell types | `21` |
| Pre-Repair DR Iteration Count | `3` |
| Via count | `409` |
| Met3 Usage GRT | `2.27%` |
| Inserted Clock Buffers | `3` |
| Clock slew at reported path FFs | `70 ps` |
| Pwr Density | `838 nW/µm²` |
| Largest net degree at the start of global routing | `12` |
| Met1 Use GR | `3.98%` |
| Row count | `21` |
| Tool warning count | `27` |
| Critical-path maximum fanout | `7` |
| Setup crit end kind | `output pin` |
| Adder-Cell Fraction of Synth Area | `6.62%` |
| DR WL/cell | `8.82 µm` |
| Worst EP required | `2240 ps` |
| Root Driver | `clkbuf_4` |
| Syn-to-layout area delta | `28.9%` |
| Final WS setup | `306 ps` |
| Status | `finished, final reports clean` |
| Worst-Margin Slew | `486 ps` |
| Mapped cell area | `567 µm²` |
| Post-Route Setup TNS | `0 ps` |
| Minimum clock period after layout | `2490 ps` |
| Endpoints failing setup | `0` |
| Critical Path Most Common Cell | `clkdlybuf4s50_1` |
| First-pass GRT wire length | `1770 µm` |
| Yosys xor share | `0%` |
| Final Max Slew Viols | `0` |
| Worst-skew pair later-pin latency | `260 ps` |
| Final antenna diode count | `0` |
final timing paths:
check	from	end	slack, ps	cells past startpoint
worst max-delay path	i_frame	o_dst_addr[0]	310	4
worst min-delay path	cur_state[0]	cur_state[0]	500	2
worst max register to register	cnt[0]	r_dst_addr[1]	940	6
worst min register to register	cur_state[0]	cur_state[0]	500	2
max in group asynchronous	reset_n	cur_state[0]	1830	1
min in group asynchronous	reset_n	cnt[3]	620	1
layout make-up:
type	count	area, µm²
Clock buffer	4	26.3
Tap cell	46	57.6
Timing Repair Buffer	8	80.1
Multi-Input combinational cell	39	275
Sequential cell	11	277
Inverter	4	15.0
Fill cell	375	2690
metrics by stage:
step / instances / power, W / hold slack [ps] / instance area, µm² / utilization (%)
detailed placement: 108 / 0.000514 / 495 / 704 / 20.6
floorplan: 54 / 0.000457 / 264 / 567 / -
CTS: 112 / 0.000620 / 506 / 731 / 21.4
global placement: 108 / 0.000508 / 490 / 704 / 20.6
global route: 112 / 0.000673 / 532 / 731 / 21.4
finish: 112 / 0.000612 / 504 / 731 / 21.4
state kept, by name (all words and copies together), names as in the netlist:
signal	cells
r_dst_addr	2
cnt	4
r_req	1
cur_state	4
power groups by stage:
stage	Sequential [W]	Clock [W]	Combinational, W
finish	0.000268	0.000105	0.000240
global route	0.000278	0.000119	0.000276
CTS	0.000268	0.000109	0.000243
kinds of logic (layout without fill, tap and decap cells):
group | count (synthesis) | after routing
AOI/OAI and AO/OA | 12 | 12
adders and majority gates | 3 | 3
buffers and inverters | 4 | 16
DFF | 11 | 11
muxes | 2 | 2
and+or+nand+nor | 22 | 22
critical path: cells and delay by family:
family | cells | cell delay, ps
simple gates | 2 | 270
buf+inv | 2 | 1100
synth_stat cells (all sizes together):
| master | count | area, µm² |
|---|---|---|
| a21o | 1 | 7.51 |
| a21oi | 1 | 5.00 |
| a22o | 1 | 17.5 |
| a31oi | 3 | 33.8 |
| dfrtp | 10 | 250 |
| dfstp | 1 | 26.3 |
| ha | 3 | 37.5 |
| inv | 4 | 15.0 |
| mux2 | 2 | 30.0 |
| nand2 | 4 | 22.5 |
| nand2b | 1 | 6.26 |
| nand3 | 3 | 15.0 |
| nor2 | 8 | 30.0 |
| nor2b | 2 | 12.5 |
| nor3 | 2 | 10.0 |
| o21ai | 5 | 25.0 |
| o22ai | 1 | 6.26 |
| or3b | 1 | 8.76 |
| or4 | 1 | 7.51 |
layer usage:
| metal | up-vias | part of all wire, % |
|---|---|---|
| met5 | - | 0 |
| met4 | 0 | 0 |
| met2 | 6 | 42 |
| met1 | 189 | 50 |
| met3 | 0 | 7.4 |
| li1 | 214 | - |
Power figures rest on the tool's default switching activity, not on a simulated workload.
